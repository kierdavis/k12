==> /design/flow/design.v <==
module k12_alu(
    input [7:0] a,
    input [7:0] b,
    input [15:0] inst,
    output [7:0] res,
    output cond
);
    wire [7:0] bi = inst[12] ? inst[7:0] : b;
    wire subtract = ~inst[11] | inst[8];
    wire [7:0] adder_a = a;
    wire [7:0] adder_b = subtract ? ~bi : bi;
    wire [7:0] adder_result;
    wire carry;
    assign {carry, adder_result} = {1'd0, adder_a} + {1'd0, adder_b} + {8'd0, subtract};
    wire [2:0] func = inst[10:8];
    assign res = (func == 3'h0) ? a :
                 (func == 3'h1) ? (a & bi) :
                 (func == 3'h2) ? (a | bi) :
                 (func == 3'h3) ? (a ^ bi) :
                 (func == 3'h4) ? adder_result :
                 (func == 3'h5) ? adder_result :
                 (func == 3'h6) ? {a[7], a[7:1]} :
                 (func == 3'h7) ? bi : 8'hxx;
    wire zero = adder_result == 8'd0;
    wire negative = adder_result[7];
    wire borrow = ~carry;
    wire overflow = (adder_a[7] ^ adder_result[7]) & (adder_b[7] ^ adder_result[7]);
    wire ule = borrow | zero;
    wire slt = negative ^ overflow;
    wire sle = slt | zero;
    wire raw_cond = (func == 3'h0) ? zero :
                    (func == 3'h1) ? negative :
                    (func == 3'h2) ? borrow :
                    (func == 3'h3) ? overflow :
                    (func == 3'h4) ? borrow :
                    (func == 3'h5) ? ule :
                    (func == 3'h6) ? slt :
                    (func == 3'h7) ? sle : 1'hx;
    assign cond = inst[13] ? ~raw_cond : raw_cond;
endmodule
==> /design/flow/run.sh <==
#!/bin/bash
# OpenROAD 26Q1-2900-gdf79404cd8, Yosys 0.63+post, stock flow scripts
make -C /OpenROAD-flow-scripts/flow DESIGN_CONFIG=/design/flow/config.mk WORK_HOME=/design/flow/orfs finish
==> /design/flow/config.mk <==
export PLATFORM = sky130hd
export DESIGN_NAME = k12_alu
export DESIGN_NICKNAME = k12_alu
export VERILOG_FILES = /design/flow/design.v
export SDC_FILE = /design/flow/constraint.sdc
export NUM_CORES = 4
export LEC_CHECK = 1
export CORE_AREA = 10 10 97 97
export DIE_AREA = 0 0 107 107
==> /design/flow/constraint.sdc <==
current_design k12_alu

set clk_period 7.5
set clk_io_pct 0.2

create_clock -name clk0 -period $clk_period

set non_clock_inputs [all_inputs -no_clocks]
set_input_delay [expr $clk_period * $clk_io_pct] -clock clk0 $non_clock_inputs
set_output_delay [expr $clk_period * $clk_io_pct] -clock clk0 [all_outputs]
==> impl_metrics.toml <==
# synthesis and place-and-route metrics
[worst_setup_path]
crit_type = "input port to output port"
crit_arrival_ns = 5.72
worstSetupStartpointType = "input port"
crit_required_ns = 6.00
cp-end-kind = "output port"
worst-path-max-fanout = 4

[route]
wire_per_inst_um = 12.7
drt_iter0_markers = 93
drt-vias-per-instance = 4.60
vias = 1690
ant_nets = 0
first_pass_iters = 4
route.detailed.drc = 0
diodes = 0
wirelength_mm = 4.67

[grt]
track_usage = 0.0778
grt_pass1_wl_mm = 7.62
grt_pass1_vias = 1558
antenna_found_initial = 0
grt_max_degree = 36
grt_remaining_overflow = 0

[place]
dp.cells = 367
place_ws_ns = -0.0149
gp_congestion = 0.863
dp_hpwl_mm = 3.86
portBuffers = 39

[sta]
period_needed_ns = 7.22
tightest_slew_ns = 0.841
rsz0062_at_grt = "no"
tns_ns = 0
slew_viol_final = 0
max_freq_mhz = 138
finalCritPeriodShare = 0.963
relSlewSlack = 0.437
layout_setup_ws_ns = 0.276
hold_viol = 0
finalSetupViolCount = 0

[cells_and_area]
layout_top_cell = "clkdlybuf4s50_1"
n_fill_cell = 820
lay_top_cells = "clkdlybuf4s50_1 (38), ha_1 (25), buf_4 (25)"
logic_area_um2 = 1420
clkbuf_count = 0
area_growth_pct = 42.9
utilization = 0.304
final_cells = 367
drive_above_1_share = 0.160
regArea_um2 = 0
flops = 0

[floorplan]
std_cell_rows = 31
fp_util = 0.213
fp.dieH_um = 107
core_region_area_um2 = 7290
die-area_um2 = 11400
io_pins = 41
die_x_um = 107

[logic_synthesis]
ys_cells = 215
synth_chip_area_um2 = 1550
synthDistinctLibCells = 49
syn_area_um2 = 1550
ys_seq_frac = 0
avgSynthCellArea_um2 = 7.22
yosys_warnings = 0
postSynthCellCount = 215

[power_and_ir_drop]
switching_share = 0.465
combPwrFrac = 1.000
clockPowerShare = 0
power_uw = 198
switching_power_uw = 91.8
power_leakage_uw = 0.00102
ir_drop_mv = 0.0200
p_seq_frac = 0
power.density_nw_per_um2 = 89.1
p_int_uw = 106

[outcome]
run_status = "complete, no violations"

[job]
cap_violations = 0
warning_count = 44

[worst_hold_path]
hold_class = "input port to output port"
==> cell usage after synthesis, drive strengths merged (2+ instances only) <==
cell    instances  area share
nand2          13       0.031
inv            23       0.056
nor2           13       0.031
mux2i          13       0.092
and3            3       0.012
or3             2      0.0081
fa              2       0.026
o211ai          7       0.037
a211o           2       0.011
a221o           2       0.013
xnor2           9       0.051
ha             25        0.20
a22oi           2      0.0097
a31oi           2      0.0081
a311o           2       0.014
a31o            4       0.023
nor3            8       0.026
o22ai           2      0.0081
buf             6       0.030
a21oi          19       0.061
a211oi          3       0.018
nand3           4       0.013
o21ai          15       0.048
or2             2      0.0081
a21o            6       0.029
clkbuf          5       0.012
a221oi          5       0.028
==> final cells by class <==
class / instances / area share
tap: 99 / 0.0559
inverter: 24 / 0.0406
timing repair buffer: 64 / 0.262
multi-input combinational: 180 / 0.642
==> critical path, stage by stage <==
cell and delay [ns]:
clkdlybuf4s50_1 0.46, nand2b_4 0.19, xnor2_2 0.15, ha_1 0.31, a21oi_2 0.16, o21ai_0 0.11
a31o_2 0.25, a21o_1 0.18, a21o_1 0.19, fa_1 0.46, nor3_1 0.20, o211ai_1 0.13
a211oi_2 0.33, a31oi_1 0.15, a211o_1 0.33, o211ai_2 0.13, clkdlybuf4s50_1 0.49
==> power groups by stage <==
| stage | clock network, uW | logic (uW) | registers, uW |
|---|---|---|---|
| 5_1_grt | 0 | 223 | 0 |
| 6_report | 0 | 198 | 0 |
| 4_1_cts | 0 | 197 | 0 |
==> per-layer routing <==
metal / part of all wire / GRT usage / vias up
li1: - / - / 902
met1: 0.51 / 0.113 / 754
met2: 0.46 / 0.129 / 34
met3: 0.039 / 0.00606 / 0
met4: 0 / 0 / 0
met5: 0 / 0 / -
==> worst paths after layout <==
kind                  depth (start not counted)  slack, ns     start    to
worst max-delay path                         17       0.28   inst[8]  cond
worst min-delay path                          5       4.11  inst[13]  cond
==> what timing repair did <==
| item | in CTS | in global routing |
|---|---|---|
| hold buffers | 0 | 0 |
| pin swaps | 1 | 1 |
| setup endpoints to repair | 1 | 1 |
| resized | 1 | 6 |
| buffers inserted | 0 | 0 |
| hold endpoints to repair | 0 | 0 |
==> stage by stage <==
| step | hold slack, ns | cell area, um2 |
|---|---|---|
| after floorplan | 3.08 | 1550 |
| after global placement | 4.10 | 2190 |
| after detailed placement | 4.12 | 2190 |
| after CTS | 4.12 | 2190 |
| after global routing | 4.18 | 2220 |
| final | 4.11 | 2220 |
==> logic make-up after synthesis <==
kind of cell | synth area share
adder cells (fa/ha/maj) | 0.234
multiplexers | 0.114
XOR/XNOR | 0.0565
buffers and inverters | 0.100
AND-OR/OR-AND | 0.340
AND/OR/NAND/NOR | 0.156
Power is estimated from default activity; no workload was simulated.
